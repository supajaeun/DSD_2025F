**/design/flow/run.sh**
```bash
#!/bin/bash
# OpenROAD 26Q1-2900-gdf79404cd8, Yosys 0.63+post, stock flow scripts
make -C /OpenROAD-flow-scripts/flow DESIGN_CONFIG=/design/flow/config.mk WORK_HOME=/design/flow/orfs finish
```
**/design/flow/config.mk**
```make
export PLATFORM = sky130hd
export DESIGN_NAME = CtrlFsm
export DESIGN_NICKNAME = CtrlFsm
export VERILOG_FILES = /design/flow/design.v
export SDC_FILE = /design/flow/constraint.sdc
export NUM_CORES = 4
export LEC_CHECK = 1
export CORE_AREA = 10 10 82 82
export DIE_AREA = 0 0 92 92
```
**/design/flow/constraint.sdc**
```tcl
current_design CtrlFsm

set clk_period 3.1
set clk_io_pct 0.2

create_clock -name clk0 -period $clk_period [get_ports {iClk}]

set non_clock_inputs [all_inputs -no_clocks]
set_input_delay [expr $clk_period * $clk_io_pct] -clock clk0 $non_clock_inputs
set_output_delay [expr $clk_period * $clk_io_pct] -clock clk0 [all_outputs]
```
**/design/flow/design.v**
```verilog
`timescale 1ns/10ps
module CtrlFsm (
    input  wire       iClk,
    input  wire       iRsn,
    input  wire       iUpdateFlag,    
    input  wire       iEnSample600k,  
    output reg        oCsn_Fsm,       
    output reg        oWrn_Fsm,       
    output reg  [4:0] oAddr_Fsm,      
    output reg        oEnOut          
);
    localparam S_IDLE    = 3'd0;
    localparam S_COEFFWR = 3'd1;
    localparam S_WREND   = 3'd2;
    localparam S_FETCH   = 3'd3;
    localparam S_LOOP    = 3'd4;  
    localparam S_FLUSH   = 3'd5;
    localparam S_SUM     = 3'd6;
    localparam S_OUTPUT  = 3'd7;
    reg [2:0] rCurState, rNxtState;
    reg [4:0] rCoeff_cnt;  
    reg [3:0] rAddr_cnt;   
    always @(posedge iClk) begin
        if (!iRsn) rCurState <= S_IDLE;
        else       rCurState <= rNxtState;
    end
    always @(*) begin
        case (rCurState)
            S_IDLE: begin
                if (iUpdateFlag) rNxtState = S_COEFFWR;
                else             rNxtState = S_IDLE;
            end
            S_COEFFWR: begin
                if (rCoeff_cnt == 5'd21) rNxtState = S_WREND;
                else                     rNxtState = S_COEFFWR;
            end
            S_WREND: begin
                if (iUpdateFlag)       rNxtState = S_COEFFWR;  
                else if (iEnSample600k) rNxtState = S_FETCH;    
                else                   rNxtState = S_WREND;
            end
            S_FETCH: begin
                rNxtState = S_LOOP;
            end
            S_LOOP: begin
                if (rAddr_cnt == 4'd10) rNxtState = S_FLUSH;
                else                    rNxtState = S_LOOP;
            end
            S_FLUSH:  rNxtState = S_SUM;
            S_SUM:    rNxtState = S_OUTPUT;
            S_OUTPUT: begin
                if (iUpdateFlag) rNxtState = S_COEFFWR;
                else             rNxtState = S_WREND;
            end
            default: rNxtState = S_IDLE;
        endcase
    end
    always @(posedge iClk) begin
        if (!iRsn) rCoeff_cnt <= 0;
        else if (rCurState == S_COEFFWR) begin
            if (rCoeff_cnt < 21) rCoeff_cnt <= rCoeff_cnt + 1;
        end
        else if (rCurState == S_WREND) begin 
            if (iUpdateFlag) rCoeff_cnt <= 0;
        end
    end
    always @(posedge iClk) begin
        if (!iRsn) rAddr_cnt <= 0;
        else if (rCurState == S_FETCH) rAddr_cnt <= 0;  
        else if (rCurState == S_LOOP) begin
            if (rAddr_cnt < 10) rAddr_cnt <= rAddr_cnt + 1;
        end
    end
    always @(*) begin
        oCsn_Fsm  = 1'b1;  
        oWrn_Fsm  = 1'b1;  
        oAddr_Fsm = 5'd0;
        case (rCurState)
            S_COEFFWR: begin
                oCsn_Fsm  = 1'b0;  
                oWrn_Fsm  = 1'b0;  
                oAddr_Fsm = rCoeff_cnt;
            end
            S_LOOP, S_FETCH: begin
                oCsn_Fsm  = 1'b0;  
                oWrn_Fsm  = 1'b1;  
                oAddr_Fsm = {1'b0, rAddr_cnt};  
            end
        endcase
    end
    always @(*) begin
        if (rCurState == S_OUTPUT) oEnOut = 1'b1;
        else                       oEnOut = 1'b0;
    end
endmodule
```
==> flow_summary_export.csv <==
group,metric,value,unit
cts,cts-root-buf,"clkbuf_8",
placement,io_buffer_count,11,
global_routing,antenna_found_initial,0,
floorplan,die-area,0.008464,sq mm
sta,fin_skew,0.003106,ns
route,wl,1.831,mm
floorplan,ioPinCount,12,
route,post-route-drc-count,0,
layout,layout_top_cell,"dfxtp_1",
worst_setup_path,start_kind,"register",
cts,cts.path.max_buffers,2,
route,wl_per_cell,10.52,microns
hold_path,min_path_type,"register to register",
sta,fin_crit_sh,0.7112,
yosys,syn_inst,92,
route,ant_nets,0,
run_status,status,"complete, no violations",
sta,hold_viol,0,
flow_run,maxCapViolCount,0,
worst_setup_path,crit_arrival,1.58,ns
cts,clk_pin_slew,0.06,ns
sta,clock.fmax,453.6,MHz
layout,syn2layout_area_growth,25.56,%
worst_setup_path,slowest_stage,"clkdlybuf4s50_1",
power,powerDensity,395.9,mW/mm^2
route,vias,672,
cts,numCtsBuffers,3,
floorplan,fp.dieW,92,microns
hold_path,hp-start,"rCurState[3]",
cts,ctsHoldBuffers,0,
global_routing,grt_pass1_vias,646,
placement,place.gp.congestion,0.7778,
route,met1_length,845,microns
yosys,ys_ff,17,
worst_setup_path,critPathBufInv,1,
worst_setup_path,critPathTopFamily,"buffers and inverters",
cts,cts_resized,0,
sta,tightestPinTransition,0.3972,ns
power,p_leak,0.3647,nW
floorplan,num_rows,26,
cts,tritoncts,"yes",
route,met3WireLength,71,microns
sta,period_minus_slack,2.205,ns
route,top_layer_used,"met3",
route,met2_length,914,microns
floorplan,core,0.005075,sq mm
flow_run,tool_warnings,27,
worst_setup_path,criticalPathCategory,"register to primary output",
route,drtPass1Iterations,4,
worst_setup_path,cp.required,2.48,ns
placement,detailed_place_hpwl,1.372,mm
layout,layout-drive-gt1-share,0.1058,
sta,maxSlewViolCount,0,
global_routing,grt_usage,0.04422,
route,num_antenna_cells,0,
global_routing,grt_max_degree,13,
floorplan,fp-utilization,0.1640,
yosys,ys_seq_share,0.4090,
yosys,synth_cell_types,35,
worst_setup_path,crit-reg2reg-launch,"rCurState[4]",
sta,fin_tns_setup,0,ns
yosys,syn-cell-area,832.0,sq um
power,peakVddDrop,0.0002829,V
global_routing,grt_overflow,0,
worst_setup_path,crit_start,"rCurState[1]",
cts,cts_sinks,17,
sta,rsz0062_at_grt,"false",
sta,setup_viol,0,
route,via_per_inst,3.862,
worst_setup_path,end_kind,"primary output",
global_routing,grt_pass1_wl,3.167,mm
yosys,syn_avg_cell_area,9.044,sq um
worst_setup_path,slowest_delay,0.42,ns
cts,cts_setup_buffers,0,
power,power.total,0.4136,mW
floorplan,die_h,92,microns
yosys,ys_warn_count,1,
sta,slew_headroom,0.7348,
yosys,ys_area,832.0,sq um
worst_setup_path,path_cells,"or2_2 > a22o_2 > clkdlybuf4s50_1",
layout,lay_top_cells,"dfxtp_1, clkdlybuf4s50_1, nand2_1, inv_1, a21oi_1",
route,first_iter_violations,106,
cts,clk_latency,0.25,ns
yosys,ys_cells,92,
worst_setup_path,path_max_fanout,6,
cts,h-tree-depth,1,
## report_power, final
group | internal [mW] | switching, mW
Combinational | 0.0131 | 0.0119
Sequential | 0.221 | 0.00498
Clock | 0.0911 | 0.0714
Total | 0.325 | 0.0883
## synth_stat cells
master     n  area (sq um)
a211o_1    2         17.52
a21oi_1    5         25.02
a21oi_2    1         8.760
a22o_1     2         17.52
a22o_2     1         10.01
a311o_1    1         10.01
a311oi_1   1         8.760
a31o_2     2         17.52
a41oi_1    2         17.52
and2_1     3         18.77
and2_2     1         7.510
buf_4      1         7.510
buf_6      2         22.52
dfxtp_1   17         340.3
ha_1       4         50.05
inv_1      8         30.03
nand2_1    9         33.78
nand2b_1   1         6.260
nand3_1    2         10.01
nand3b_1   1         7.510
nand4_1    1         6.260
nor2_1     4         15.01
nor2b_1    2         12.51
nor3_1     2         10.01
nor3b_1    1         7.510
nor4_1     3         18.77
o211ai_1   1         7.510
o21ai_0    4         20.02
o21bai_1   1         7.510
o22ai_2    1         12.51
o31ai_1    2         15.01
o41ai_1    1         8.760
or2_2      1         6.260
or2_4      1         8.760
xnor2_1    1         8.760
## cells by family after synthesis
family,after synthesis,synth area share
AND/OR/NAND/NOR,32,0.2030
AND-OR/OR-AND,27,0.2451
buffers and inverters,11,0.07218
flip-flops,17,0.4090
XOR/XNOR,1,0.01053
adder cells (fa/ha/maj),4,0.06015
## per-layer routing
layer  global-route usage  vias up
li1                     -      357
met1              0.05709      305
met2              0.07647       10
met3              0.01153        0
met4             0.001285        0
met5                    0        -
## flip-flops by register name (all words and copies together), names as in the netlist
register,cells
rAddr_cnt,4
rCoeff_cnt,5
rCurState,8
## final timing paths
path | endpoint | depth (start not counted) | slack [ns]
hold reg to reg | rCurState[7] | 1 | 0.43
hold / removal | rCurState[7] | 1 | 0.43
setup reg to reg | rCoeff_cnt[2] | 4 | 1.59
setup / recovery | oAddr_Fsm[2] | 3 | 0.90
## cell type report
type,instances,area (sq um)
repair buffers,11,110.1
clock buffers,4,45.04
flip-flops and latches,17,340.3
fillers,578,4030
multi-input cells,64,431.7
well taps,70,87.58
inverters,8,30.03
## through the flow
step	hold slack, ns	setup slack, ns	cell area [sq um]	instances	utilization
detailed placement	0.4196	0.9197	999.7	170	0.1970
global route	0.4436	0.8215	1045	174	0.2059
CTS	0.4379	0.8631	1045	174	0.2059
floorplan	0.4057	1.546	832.0	92	-
global placement	0.4199	0.9401	999.7	170	0.1970
finish	0.4328	0.8954	1045	174	0.2059
No activity file was given, so power comes from the tool's default toggle rates.
